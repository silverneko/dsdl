==> /design/flow/design.v <==
module Divider(a_in, b_in, c_out);
  input  [5:0] a_in, b_in;
  output [11:0] c_out;
  reg [5:0] quotient, remainder;
  assign c_out = {remainder, quotient};
  reg [5:0] accum;
  integer msb, i;
  always@(a_in, b_in) begin
    if (a_in[5] | b_in[5] | b_in == 6'b0) begin
      remainder = 6'bx;
      quotient = 6'bx;
    end
    else begin
      if (b_in[4]) msb = 0;
      else if (b_in[3]) msb = 1;
      else if (b_in[2]) msb = 2;
      else if (b_in[1]) msb = 3;
      else if (b_in[0]) msb = 4;
      else msb = 0;
      accum = b_in << msb;
      remainder = a_in;
      quotient = 6'b0;
      for (i = 4; i >= 0; i = i - 1) begin
        if (i <= msb) begin
          if (remainder >= accum) begin
            remainder = remainder - accum;
            quotient = quotient + (1 << i);
          end
          accum = accum >> 1;
        end
      end
    end
  end
endmodule
==> /design/flow/run.sh <==
#!/bin/bash
# OpenROAD 26Q1-2900-gdf79404cd8, Yosys 0.63+post, stock flow scripts
make -C /OpenROAD-flow-scripts/flow DESIGN_CONFIG=/design/flow/config.mk WORK_HOME=/design/flow/orfs finish
==> /design/flow/config.mk <==
export PLATFORM = sky130hd
export DESIGN_NAME = Divider
export DESIGN_NICKNAME = Divider
export VERILOG_FILES = /design/flow/design.v
export SDC_FILE = /design/flow/constraint.sdc
export NUM_CORES = 4
export LEC_CHECK = 1
export CORE_AREA = 10 10 113 113
export DIE_AREA = 0 0 123 123
==> /design/flow/constraint.sdc <==
current_design Divider

set clk_period 23.9
set clk_io_pct 0.2

create_clock -name clk0 -period $clk_period

set non_clock_inputs [all_inputs -no_clocks]
set_input_delay [expr $clk_period * $clk_io_pct] -clock clk0 $non_clock_inputs
set_output_delay [expr $clk_period * $clk_io_pct] -clock clk0 [all_outputs]
==> impl_metrics.json <==
{
  "topCombFamilyByArea": "AND-OR/OR-AND gates",
  "routed_wl_microns": 5911,
  "slowest_delay_ns": 0.98,
  "global_route.overflow_total": 0,
  "number_of_hold_violations_in_the_final_report": 0,
  "route.antenna.remaining_nets": 0,
  "synth.yosys.num_cells": 298,
  "cp.arrival_ns": 16.48,
  "period_minus_slack_ns": 21.26,
  "dpl.cell_count": 444,
  "hold_start": "b_in[0]",
  "mean_routed_wirelength_per_cell_microns": 13.31,
  "synthesis.area_sq_um": 2150,
  "placeable_area_sq_um": 10320,
  "endpoint_kind": "output pin",
  "die-area_sq_um": 15130,
  "timing.slew.headroom": 0.4319,
  "power.density_nw_per_um2": 39.90,
  "setup_violations": 0,
  "finalClockPeriodUsage": 0.8897,
  "grt_first_pass_wirelength_microns": 9922,
  "rsz0062_at_grt": "false",
  "timing.critical_path.from_type": "input port",
  "post_route_cells_drive_above_1_share": 0.1006,
  "timing.setup.tns_ns": 0,
  "layout.filler_cells": 1113,
  "final.hold.worst_slack_ns": 10.99,
  "fp_util": 0.2082,
  "switching_share": 0.4752,
  "netlist_instances": 298,
  "finish.utilization": 0.2409,
  "grtUsageTotal": 0.07779,
  "max_freq_ghz": 0.04703,
  "muxShareOfSynthArea": 0.1176,
  "largest_area_cell": "ha_1",
  "slew_viol_final": 0,
  "timing_worst_slew_pin_value_ns": 0.8307,
  "layout.cells.non_filler": 444,
  "grt_antenna_before_repair": 0,
  "synth-compound-area-share": 0.3097,
  "critPathSlowestCell": "clkdlybuf4s50_1",
  "cap_violations": 0,
  "cpLargestDelayFamily": "AND-OR/OR-AND gates",
  "yosys_warnings": 1,
  "cts_hold_buffers": 0,
  "syn_avg_cell_area_sq_um": 7.213,
  "post_synth_area_from_yosys_stat_sq_um": 2150,
  "synth.cellmix.xorXnorShare": 0.06112,
  "run_status": "completed",
  "die_boundary_width_microns": 123,
  "numSequentialCells": 0,
  "drc": 0,
  "pwr-share-seq": 0,
  "worst-setup-path-type": "in -> out",
  "openroad.warnings": 33,
  "layout.clock_buffers": 0,
  "ys_sh_adder": 0.2119,
  "holdPathEnd": "c_out[6]",
  "number_of_gates_resized_after_cts": 0,
  "netlist_top_cells_area": "ha_1 17%, mux2_2 6.3%, a21oi_1 5.8%",
  "grt_max_degree": 23,
  "avgViaCountPerCell": 4.815,
  "timing.hold.worst.class": "in -> out",
  "fp.dieH_microns": 123,
  "synthDominantCellAreaShare": 0.1746,
  "power.net_switching_w": 0.00004716,
  "hold_path_depth": 4,
  "place.gp.congestion": 0.8692,
  "sequential_area_sq_um": 0,
  "cellInternalPower_w": 0.00005208,
  "leakage_nw": 1.025,
  "ys_sh_simple": 0.2200,
  "pin_count": 24,
  "biggest_fanout_along_the_worst_timing_path": 22,
  "dp_hpwl_microns": 4992,
  "dpl-instance-area_sq_um": 2487,
  "ys_seq_frac": 0,
  "drt-initial-drc-count": 135,
  "power.clock.fraction": 0,
  "cp_data_required_time_ns": 19.12,
  "netlist-cell-type-count": 60,
  "cts_setup_buffers": 0,
  "route.vias.total": 2138,
  "vdd_drop_max_mv": 0.03679,
  "comb_power_share": 1.000,
  "detail_route.antenna_diodes": 0,
  "first_pass_iters": 4,
  "final_std_cell_area_no_fill_sq_um": 2487,
  "fp-row-count": 37,
  "area_added_between_synthesis_and_finish_pct": 15.72,
  "portBuffers": 23,
  "grt_pass1_vias": 1995,
  "number_of_buffer_and_inverter_stages_on_the_critical_path": 7
}
-- Yosys cell counts (all sizes together) (2+ instances only) --
library cell	instances
ha	30
inv	27
a21oi	25
o21ai	18
nor2	17
mux2	15
nand2	15
xnor2	12
o211ai	11
nor3	9
a21o	8
mux2i	8
and2	7
clkbuf	7
nor2b	7
buf	6
o21a	6
nand2b	5
a211oi	4
a21boi	4
fa	4
nand3	4
nor4	4
or3	4
a211o	3
and3	3
and4	3
nand4	3
xor2	3
a2111oi	2
a311oi	2
a31o	2
a31oi	2
nand3b	2
o211a	2
o31ai	2
or2	2
or3b	2
-- worst max path at each step --
stage	depth (start not counted)	startpoint	end
CTS	37	b_in[4]	c_out[11]
global route	37	b_in[4]	c_out[8]
finish	37	b_in[4]	c_out[8]
-- area by class of cell --
cell class	count	area (sq um)	area share
multi-input combinational	257	1982	0.7968
timing repair buffer	23	230.2	0.09256
tap	136	170.2	0.06841
inverter	28	105.1	0.04225
-- through the flow --
| stage | setup slack [ns] | power (W) |
|---|---|---|
| 3_3_place_gp | 2.620 | 0.00009942 |
| 4_1_cts | 2.613 | 0.0001000 |
| 5_1_grt | 1.445 | 0.0001117 |
| 6_report | 2.636 | 0.00009924 |
| 3_5_place_dp | 2.666 | 0.00009914 |
| 2_1_floorplan | 5.901 | 0.00006824 |
-- layer usage --
metal	GRT usage	vias up	part of all wire
met5	0	-	0
met2	0.1292	43	0.46
met1	0.1124	972	0.48
met3	0.007863	2	0.050
li1	-	1121	-
met4	0.002911	0	0.0036
-- cells in the final DEF (no fill, tap or decap), types with 3 or more instances in the layout --
master and n:
xnor2_1 12, a211o_1 3, nand4_1 3, a21o_1 8
and3_1 3, nor3_1 9, nor4_1 4, o21a_1 6
clkdlybuf4s50_1 23, fa_1 4, and4_1 3, inv_1 23
and2_1 7, inv_2 4, or3_1 3, a21oi_1 25
nand2_1 15, a211oi_1 3, nand3_1 4, xor2_1 3
mux2i_1 8, ha_1 30, a21boi_0 3, o21ai_0 13
nor2_1 15, o21ai_1 3, mux2_2 12, nor2b_1 7
o211ai_1 11, nand2b_1 5
-- cells by family after synthesis --
family | count (synthesis)
AOI/OAI and AO/OA | 97
and+or+nand+nor | 87
buffers and inverters | 41
adders and majority gates | 34
muxes | 23
xor gates and xnor gates | 15
other | 1
-- power groups by stage --
stage | logic (W) | clock network [W] | registers [W]
final | 0.0000992 | 0 | 0
after global routing | 0.000112 | 0 | 0
after CTS | 0.000100 | 0 | 0
No activity file was given, so power comes from the tool's default toggle rates.
