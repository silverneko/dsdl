### run.sh
#!/bin/bash
# OpenROAD 26Q1-2900-gdf79404cd8, Yosys 0.63+post, stock flow scripts
make -C /OpenROAD-flow-scripts/flow DESIGN_CONFIG=/design/flow/config.mk WORK_HOME=/design/flow/orfs finish
### config.mk
export PLATFORM = sky130hd
export DESIGN_NAME = LCDDisplay
export DESIGN_NICKNAME = LCDDisplay
export VERILOG_FILES = /design/flow/design.v
export SDC_FILE = /design/flow/constraint.sdc
export NUM_CORES = 4
export LEC_CHECK = 1
export CORE_UTILIZATION = 40
### constraint.sdc
current_design LCDDisplay

set clk_period 17.2
set clk_io_pct 0.2

create_clock -name clk0 -period $clk_period [get_ports {clk_i}]

set non_clock_inputs [all_inputs -no_clocks]
set_input_delay [expr $clk_period * $clk_io_pct] -clock clk0 $non_clock_inputs
set_output_delay [expr $clk_period * $clk_io_pct] -clock clk0 [all_outputs]
### design.v
module LCDDisplay(clk_i, func_i, data_i, en_o, func_o, data_o);
  input       clk_i;
  input [2:0] func_i;
  input [127:0] data_i;  
  reg   [7:0] data_c [0:31];
  output reg en_o;
  output [1:0] func_o;
  output [7:0] data_o;
  reg [1:0] func_o_0;
  reg [1:0] func_o_1;
  assign func_o = func_o_0 | func_o_1;
  reg [7:0] data_o_0;
  reg [7:0] data_o_1;
  assign data_o = data_o_0 | data_o_1;
  integer   i;
  reg       state;
  reg [1:0] lcd_clr_state;
  integer   lcd_clr_cyc;
  reg [2:0] lcd_wrt_state;
  integer   lcd_wrt_cyc;
  reg [6:0] ddram_addr;
  integer   cursor_pos;
  initial begin
    state = 1'b1;
    for (i = 0; i < 31; i = i + 1) begin
      data_c[i] = 8'b00100000;
    end
    en_o = 0;
    func_o_0 = 2'b00;
    func_o_1 = 2'b00;
    data_o_0 = 8'b0;
    data_o_1 = 8'b0;
    lcd_clr_state = 2'b00;
    lcd_wrt_state = 3'b000;
    state = 1'b0;
  end
  always@(negedge clk_i) begin
    if (state == 1'b0) begin
      case (func_i)
        3'b100: begin
          for (i = 0; i < 31; i = i + 1) begin
            data_c[i] <= 8'b00100000;
          end
          lcd_clr_state <= 2'b01;
          state <= 1'b1;
        end
        3'b110: begin
          for (i = 0; i < 16; i = i + 1) begin
            data_c[i + 16] <= data_c[i];
          end
          data_c[0] <= data_i[7:0];
          data_c[1] <= data_i[15:8];
          data_c[2] <= data_i[23:16];
          data_c[3] <= data_i[31:24];
          data_c[4] <= data_i[39:32];
          data_c[5] <= data_i[47:40];
          data_c[6] <= data_i[55:48];
          data_c[7] <= data_i[63:56];
          data_c[8] <= data_i[71:64];
          data_c[9] <= data_i[79:72];
          data_c[10] <= data_i[87:80];
          data_c[11] <= data_i[95:88];
          data_c[12] <= data_i[103:96];
          data_c[13] <= data_i[111:104];
          data_c[14] <= data_i[119:112];
          data_c[15] <= data_i[127:120];
          cursor_pos <= 0;
          ddram_addr <= 7'b0000000;
          lcd_wrt_state <= 3'b001;
          state <= 1'b1;
        end
      endcase
    end else begin
      case (lcd_clr_state)
        2'b00: begin
        end
        2'b01: begin
          en_o <= 1;
          func_o_0 <= 2'b00;
          data_o_0 <= 8'b00000001;
          lcd_clr_state <= 2'b10;
          lcd_clr_cyc <= 0;
        end
        2'b10: begin
          if (lcd_clr_cyc != 8000) begin
            if (lcd_clr_cyc == 20) begin
              en_o <= 0;
            end
            lcd_clr_cyc <= lcd_clr_cyc + 1;
          end else begin
			data_o_0 <= 8'b0;
			func_o_0 <= 2'b00;
            lcd_clr_state <= 2'b00;
            state <= 1'b0;
          end
        end
      endcase
      case (lcd_wrt_state)
        3'b000: begin
        end
        3'b001: begin
          if (ddram_addr == 7'h50) begin
			data_o_1 <= 8'b0;
			func_o_1 <= 2'b00;
            lcd_wrt_state <= 3'b000;
            state <= 1'b0;
          end else begin
			en_o <= 1;
            func_o_1 <= 2'b00;
            data_o_1 <= {1'b1, ddram_addr};
            if (ddram_addr == 7'h0F) begin
              ddram_addr <= 7'h40;
            end else begin
              ddram_addr <= ddram_addr + 7'b1;
            end
            lcd_wrt_state <= 3'b010;
            lcd_wrt_cyc <= 0;
          end
        end
        3'b010: begin
          if (lcd_wrt_cyc != 250) begin
            if (lcd_wrt_cyc == 20) begin
              en_o <= 0;
            end
            lcd_wrt_cyc <= lcd_wrt_cyc + 1;
          end else begin
            lcd_wrt_state <= 3'b011;
          end
        end
        3'b011: begin
		  en_o <= 1;
          func_o_1 <= 2'b10;
          data_o_1 <= data_c[cursor_pos];
          cursor_pos <= cursor_pos + 1;
          lcd_wrt_state <= 3'b100;
          lcd_wrt_cyc <= 0;
        end
        3'b100: begin
          if (lcd_wrt_cyc != 250) begin
            if (lcd_wrt_cyc == 20) begin
              en_o <= 0;
            end
            lcd_wrt_cyc <= lcd_wrt_cyc + 1;
          end else begin
            lcd_wrt_state <= 3'b001;
          end
        end
      endcase
    end
  end
endmodule
==> metrics.yaml <==
grt_max_degree: 212
drv_cap: 0
peakVddDrop_mv: 0.06707
grt.met1_usage_pct: 31.98
wl_per_cell_um: 18.70
status: "complete, no violations"
maxSlewViolCount: 0
syn_area_um2: 16860
gp_congestion: 0.9351
cp_data_required_time_ns: 8.82
hold_depth: 0
topCellsByArea: "edfxtp_1, and2_1, nor2_1, mux2i_1, a22oi_1"
vias: 12440
fp.dieH_um: 207.3
drt-total-wl_um: 44830
syn_to_final_growth_pct: 27.75
crit_arrival_ns: 5.40
grt_util_met2_pct: 29.47
root_buffer: "clkbuf_16"
cts_made_buffers: 41
power.clock.fraction_pct: 41.8
startpoint_type: "primary input"
p_seq_share_pct: 40.5
synth_area_per_cell_um2: 12.43
via_per_inst: 5.190
cts.sinks: 349
first_pass_iters: 6
grt_pass1_wl_um: 68700
swShare_pct: 33.17
worstRegToRegCells: 8
drtIter0Drc: 980
ys_cells: 1356
rsz0062_at_grt: "no"
cts_resized: 0
postSynth.asyncResetShare_pct: 0
end_kind: "flop"
flop_cell: "edfxtp_1"
tns_ns: 0
comb_power_share_pct: 17.7
track_usage_pct: 22.44
fp_util_pct: 40.91
p_leak_nw: 8.736
antenna_cells: 0
numSynthFlops: 349
ys_types: 74
warnings: 386
hold_class: "flop to flop"
ctsHoldBuffers: 0
relSlewSlack_pct: 41.52
worst_hold_slack_ns: 0.4808
ant_nets: 0
core-area_um2: 41200
fill_cells: 3462
gr-total-overflow: 0
hold_viol: 0
drive_above_1_share_pct: 8.043
grt_util_met3_pct: 13.02
power.switching_w: 0.0009819
pin_count: 143
htreeDepth: 2
setup_violations: 0
grt_pass1_vias: 13050
tightest_slew_ns: 0.8740
syn_inst: 1356
post-route-util_pct: 52.27
fin_worst_skew_ns: 0.02192
ys_area_um2: 16860
most_common_cell: "edfxtp_1"
ys_seq_share_pct: 62.11
path_class: "primary input to flop"
path_clk_slew_ns: 0.05
regArea_um2: 10470
p_int_w: 0.001978
place_hpwl_um: 29060
top_cells_by_count: "edfxtp_1, and2_1, nor2_1"
insertion_delay_ns: 0.62
drc: 0
die_area_um2: 42970
yosysWarnings: 2
setup_ws_ns: 3.420
busiest_layer: "met1"
comb_area_um2: 5911
pre_cts_slack_ns: 2.805
p_per_area_nw_per_um2: 137.4
cp_max_fo: 66
portBuffers: 141
yosys.area.top_type_share_pct: 61.99
antenna_found_initial: 0
top_area_cell: "edfxtp_1"
cts_tree: "yes"
cts_buffer_depth: 3
edf_count: 348
die-width_um: 207.3
row_count: 74
post-cts-setup-buffer-count: 0
final_cells: 2397
dp.cells: 1973
==> logic make-up (layout without fill, tap and decap cells) <==
logic type	count (synthesis)	count (layout)	synth area share [%]
other	1	1	0.02225
XOR/XNOR	56	56	2.910
AND-OR/OR-AND	181	181	7.764
AND/OR/NAND/NOR	594	594	20.10
buffers and inverters	113	622	2.969
multiplexers	47	47	3.013
flip-flops	349	349	62.11
adder cells (fa/ha/maj)	15	15	1.113
==> power by group through the flow <==
stage	combinational, W	sequential (W)	clock [W]
final	0.000524	0.00120	0.00124
after global routing	0.000570	0.00121	0.00138
after CTS	0.000521	0.00120	0.00129
==> stage by stage <==
| stage | total power, W | area (µm²) |
|---|---|---|
| finish | 0.002960 | 21540 |
| floorplan | 0.001645 | 16870 |
| CTS | 0.003004 | 21540 |
| global placement | 0.001838 | 18790 |
| global route | 0.003164 | 21540 |
| detailed placement | 0.001842 | 18790 |
==> worst max-delay path: stages <==
cell and delay, ns:
clkdlybuf4s50_1 0.51, nor3b_4 0.20, buf_4 0.46, buf_4 0.72
==> path summary, 6_finish.rpt <==
kind	from	to	slack, ns
worst min register to register	data_c[15][3]	data_c[31][3]	0.48
worst max register to register	cursor_pos[4]	data_o_1[0]	13.42
worst min-delay path	data_c[15][3]	data_c[31][3]	0.48
worst max-delay path	func_i[0]	data_c[9][2]	3.42
==> sequential cells by signal, summed over array words and instances (netlist names) <==
| name | count |
|---|---|
| data_c | 256 |
| data_o_1 | 8 |
| func_o_1 | 1 |
| data_o_0 | 1 |
| ddram_addr | 7 |
| lcd_clr_cyc | 32 |
| cursor_pos | 5 |
| en_o | 1 |
| lcd_clr_state | 2 |
| lcd_wrt_cyc | 32 |
| lcd_wrt_state | 3 |
| state | 1 |
==> final cells by class <==
cell class              instances  share of cell area (%)
clock inverters               382                   7.750
inverters                      30                  0.5229
flip-flops and latches        349                   48.62
clock buffers                  43                   4.996
multi-input cells             894                   27.45
well taps                     532                   3.091
repair buffers                167                   7.576
==> layer usage <==
layer  part of all wire, %  wire length, µm  vias up
li1                      -                -     5973
met1                    43            19180     5835
met2                    43            19420      556
met3                    11             5042       75
met4                   2.5             1108        2
met5                  0.17               75        -
==> cells in the final DEF (no fill, tap or decap), types with 8 or more instances in the layout <==
master             n
o22ai_1           14
nand3_1           50
a32o_1             9
nand2b_1           9
ha_1              15
nor2_1            93
xnor2_1           27
mux2i_1           35
edfxtp_1         348
a22oi_1           40
and3_1            18
o21ai_0           26
nor2b_1           15
or2_2             35
nand2_1           51
clkbuf_16         43
nor4_1            16
and2_1           226
bufinv_16          8
mux2_2             9
o32ai_1            8
or3_1              9
a22o_1             8
buf_4             24
xor2_1            29
inv_1            386
clkinvlp_2        12
nor3_1            15
a21oi_1           23
nand4_1           27
clkdlybuf4s50_1  141
No activity file was given, so power comes from the tool's default toggle rates.
